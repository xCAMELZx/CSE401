$ cat flow/constraint.sdc
current_design IF_stage

set clk_period 5.6
set clk_io_pct 0.2

create_clock -name clk0 -period $clk_period [get_ports {clk}]

set non_clock_inputs [all_inputs -no_clocks]
set_input_delay [expr $clk_period * $clk_io_pct] -clock clk0 $non_clock_inputs
set_output_delay [expr $clk_period * $clk_io_pct] -clock clk0 [all_outputs]
$ cat flow/run.sh
#!/bin/bash
# OpenROAD 26Q1-2900-gdf79404cd8, Yosys 0.63+post, stock flow scripts
make -C /OpenROAD-flow-scripts/flow DESIGN_CONFIG=/design/flow/config.mk WORK_HOME=/design/flow/orfs finish
$ cat flow/config.mk
export PLATFORM = sky130hd
export DESIGN_NAME = IF_stage
export DESIGN_NICKNAME = IF_stage
export VERILOG_FILES = /design/flow/design.v
export SDC_FILE = /design/flow/constraint.sdc
export NUM_CORES = 4
export LEC_CHECK = 1
export CORE_UTILIZATION = 40
export SYNTH_MEMORY_MAX_BITS = 65536
$ cat flow/design.v
`timescale 1ns / 1ps
module add(
input [31:0] pcin,
output [31:0] pcout
    );
assign pcout = pcin + 1;
endmodule
`timescale 1ns / 1ps
module IF_ID_latch(
input clk,
input wire [31:0] pcin, instrin,
output reg [31:0] pcout, instrout
    );
always @ (posedge clk) begin
	pcout <= pcin;
	instrout <= instrin;
end
endmodule
`timescale 1ns / 1ps
module IF_stage(
input clk,
input PCSrc,
input [31:0] EX_MEM_latch,
output [31:0] ID_EX_latch,
output [31:0] IR
    );
wire [31:0] w1, w2, w3, w4;
mux_2_to_1 MUX (.A(EX_MEM_latch), .B(w1), .sel(PCSrc), .y(w2));
PC PC (.clk(clk), .pc(w2), .PC(w3));
add add(.pcin(w3), .pcout(w1));
InstructionMemory InstructionMem (.clk(clk), .addr(w3), .data(w4));
IF_ID_latch IF_ID_latch (.clk(clk), .pcin(w1), .instrin(w4), .pcout(ID_EX_latch), .instrout(IR));
endmodule
`timescale 1ns / 1ps
module InstructionMemory(
input clk,
input [31:0] addr,
output reg [31:0] data
    );
reg [31:0] mem[255:0];
initial
begin
	mem[0] = 32'h00220020;	 
	mem[1] = 32'h00851822;   
	mem[2] = 32'h00E83024;	 
	mem[3] = 32'h014B4825;   
	mem[4] = 32'h01AE602A; 	 
end
always @ (posedge clk)
data = mem[addr];
endmodule
`timescale 1ns / 1ps
module PC(
input clk,
input [31:0] pc,
output reg [31:0] PC
    );
always @ (posedge clk)
	PC <= pc;
initial
	PC = 0;
endmodule
`timescale 1ns / 1ps
module mux_2_to_1(input [31:0] A, B, input sel, output [31:0] y
    );
	assign y = sel ? A : B;
endmodule
==> impl_metrics.toml <==
# synthesis and place-and-route metrics
[run_status]
run_status = "completed"

[global_route]
antenna_found_initial = 0
largest_net_degree_at_the_start_of_global_routing = 27
grt.total_usage = 0.156
global_route_wire_length_before_repair_um = 10100
gr-usage-met1 = 0.258
met2_capacity_usage_during_global_routing = 0.223
number_of_global_route_vias_before_repair = 2070
globalRoute.busiestLayer = "met1"
global_route.usage.met3 = 0.0298
grt_remaining_overflow = 0

[setup_path]
worstReg2RegEnd = "IF_ID_latch.pcout[28]"
worst_path_max_delay_cell = "sky130_fd_sc_hd__clkdlybuf4s50_1"
cp_slowest_stage_delay_ns = 0.68
reg2reg_slack_ns = 2.90
crit_chain = "clkdlybuf4s50_1, inv_1, buf_4, mux2_2"
endpoint_of_the_most_critical_setup_path = "PC.PC[15]"
worst-path-max-fanout = 26
cp-startpoint = "PCSrc"
worstPathRequired_ns = 5.85
worst_setup_path_end_kind = "flop"
timing.critical_path.arrival_ns = 3.10
r2r_cells = 5
path_class = "in2reg"
worst_r2r_startpoint = "PC.PC[0]"
startpoint_types = "primary input"

[power]
power-per-cell-area_mw_per_mm2 = 335
pwr-share-clk = 0.306
power.static_leakage_nw = 1.63
seq_power_share = 0.548
peakVddDrop_v = 0.000148
internal-power_w = 0.00103
switching_power_w = 0.000359
sw_frac_of_total = 0.258
power.share.combinational = 0.147

[synthesis]
netlist.area_leader.share = 0.557
yosys_most_used_dff = "sky130_fd_sc_hd__dfxtp_1"
synth.largest_area_cell = "sky130_fd_sc_hd__dfxtp_1"
yosys_warnings = 3
yosys-stat-cells = 309
ys_seq_elements = 88
ys_seq_share = 0.557
synth_chip_area_mm2 = 0.00317
postSynth.asyncResetShare = 0
synth_cells = 309
syn-mean-instance-area_um2 = 10.2
main_area_contributors = "sky130_fd_sc_hd__dfxtp_1, sky130_fd_sc_hd__buf_4, sky130_fd_sc_hd__mux2_2, sky130_fd_sc_hd__nand2_1, sky130_fd_sc_hd__or4_1"
synth_cell_types = 34
syn-cell-area_mm2 = 0.00317
edf_count = 0

[die]
chipHeight_um = 91.0
chip_area_mm2 = 0.00827
design.portCount = 98
floorplanUtilization = 0.412
number_of_placement_rows = 32
die_w_um = 91.0
core_area_mm2 = 0.00769

[finish]
most-common-layout-cells = "sky130_fd_sc_hd__dfxtp_1, sky130_fd_sc_hd__clkdlybuf4s50_1, sky130_fd_sc_hd__nand2_1, sky130_fd_sc_hd__nor2_1"
fin_cells = 491
drive_gt1_frac = 0.105
combGateArea_mm2 = 0.00122
flow.area_growth_from_synthesis_pct = 31.4
regArea_mm2 = 0.00176
final_design_area_no_fill_mm2 = 0.00416
fill_cells = 706
lay_top_count = "sky130_fd_sc_hd__dfxtp_1"

[flow_run]
warning_count = 27
cap_violations = 0

[drt]
diodes = 0
first_pass_iters = 4
routedWlPerCell_um = 12.6
drtIter0Drc = 70
drt-vias-per-instance = 4.74
vias = 2328
wirelength_um = 6200
ant_nets = 0
drc_errors = 0

[placement]
place.port_buffers = 81
placed_instance_count = 475
dp_hpwl_um = 4370
pre_cts_ws_ns = 2.32
place.gp.congestion = 0.797
post_dp_cell_area_mm2 = 0.00397

[cts]
cts_root_buffer = "sky130_fd_sc_hd__clkbuf_8"
tritoncts_num_sinks = 88
cts.clk_slew.worst_paths_ns = 0.10
clock_tree_from_tritoncts = "built"
post_cts.repair.setup_buffers = 0
max_clock_buf_depth = 2
post_cts_resize_count = 0
tritoncts.num_buffers = 9
cts_hold_buf = 0
worstSkewPairLatency_ns = 0.35
h_tree_lvls = 3

[hold_path]
min-delay-path-class = "reg2reg"

[sta]
min_period_ns = 2.85
setup-violations-final = 0
timing.clock.skew_ns = 0.00940
timing.final.ws_setup_ns = 2.75
max_slew_margin = 0.600
setup_tns_ns = 0
setup_repair_after_global_routing_missed_its_margin = "false"
worst_pin_slew_ns = 0.594
number_of_max_slew_violations_in_the_final_report = 0
min_period_over_period = 0.510
number_of_hold_slack_violations_in_the_final_timing_report = 0
max_clock_freq_mhz = 350
-- worst min path at each step --
stage | startpoint | to | slack [ns] | depth (start not counted)
after CTS | InstructionMem.data[12] | IF_ID_latch.instrout[12] | 0.33 | 0
after global routing | InstructionMem.data[21] | IF_ID_latch.instrout[21] | 0.34 | 0
final | InstructionMem.data[21] | IF_ID_latch.instrout[21] | 0.33 | 0
-- critical path: cells and delay by family --
| family | cells | cell delay [ns] |
|---|---|---|
| buf+inv | 3 | 1.60 |
| mux | 1 | 0.36 |
-- per-layer routing --
layer | wire, um | vias up
met3 | 335 | 2
met2 | 2770 | 72
li1 | - | 1198
met5 | 0 | -
met1 | 3050 | 1056
met4 | 41 | 0
-- final cells by class --
class | instances | area share
clock buffers | 9 | 0.0298
clock inverters | 7 | 0.0168
well taps | 102 | 0.0307
repair buffers | 82 | 0.197
flip-flops and latches | 88 | 0.424
inverters | 11 | 0.00993
multi-input cells | 192 | 0.292
-- power by group through the flow --
stage | sequential (W) | combinational (W) | clock (W)
4_1_cts | 0.000764 | 0.000207 | 0.000439
5_1_grt | 0.000777 | 0.000226 | 0.000469
6_report | 0.000763 | 0.000204 | 0.000426
-- flip-flops by register name (all words and copies together), names as in the netlist --
register,count
IF_ID_latch.pcout,32
PC.PC,32
IF_ID_latch.instrout,12
InstructionMem.data,12
-- synth_stat cells, types with 2 or more instances --
cell type,number
sky130_fd_sc_hd__buf_4,20
sky130_fd_sc_hd__buf_2,3
sky130_fd_sc_hd__nand2_1,25
sky130_fd_sc_hd__mux2_2,13
sky130_fd_sc_hd__a31oi_1,12
sky130_fd_sc_hd__nor4_1,6
sky130_fd_sc_hd__o31ai_1,9
sky130_fd_sc_hd__and3_1,2
sky130_fd_sc_hd__nand4_1,6
sky130_fd_sc_hd__nor2_1,19
sky130_fd_sc_hd__nand2b_1,3
sky130_fd_sc_hd__o211ai_1,2
sky130_fd_sc_hd__dfxtp_1,88
sky130_fd_sc_hd__or3_1,2
sky130_fd_sc_hd__ha_1,3
sky130_fd_sc_hd__conb_1,2
sky130_fd_sc_hd__inv_1,11
sky130_fd_sc_hd__or4_4,2
sky130_fd_sc_hd__nor3_1,4
sky130_fd_sc_hd__and4_1,2
sky130_fd_sc_hd__or4_1,11
sky130_fd_sc_hd__xnor2_1,8
sky130_fd_sc_hd__o21ai_0,5
sky130_fd_sc_hd__or2_2,7
sky130_fd_sc_hd__xor2_1,8
sky130_fd_sc_hd__o31a_1,4
sky130_fd_sc_hd__nor2b_1,2
sky130_fd_sc_hd__nand3_1,16
sky130_fd_sc_hd__clkbuf_1,9
-- kinds of logic after synthesis --
family	synth area share
flip-flops	0.557
multiplexers	0.0462
AND-OR/OR-AND	0.0751
AND/OR/NAND/NOR	0.188
other	0.00237
adder cells (fa/ha/maj)	0.0119
buffers and inverters	0.0759
XOR/XNOR	0.0443
-- per-stage QoR --
step	power, W	utilization	hold slack (ns)
after floorplan	0.000853	-	0.310
after global placement	0.000981	0.516	0.311
after detailed placement	0.000983	0.516	0.312
after CTS	0.00141	0.541	0.335
after global routing	0.00147	0.541	0.343
final	0.00139	0.541	0.330
Power and IR drop assume default switching activity.
